<file path="flow/run.sh">
#!/bin/bash
# OpenROAD 26Q1-2900-gdf79404cd8, Yosys 0.63+post, stock flow scripts
make -C /OpenROAD-flow-scripts/flow DESIGN_CONFIG=/design/flow/config.mk WORK_HOME=/design/flow/orfs finish
</file>
<file path="flow/config.mk">
export PLATFORM = sky130hd
export DESIGN_NAME = gost_28147_89
export DESIGN_NICKNAME = gost_28147_89
export VERILOG_FILES = /design/flow/design.v
export SDC_FILE = /design/flow/constraint.sdc
export NUM_CORES = 4
export LEC_CHECK = 1
export CORE_AREA = 10 10 157 157
export DIE_AREA = 0 0 167 167
</file>
<file path="flow/constraint.sdc">
current_design gost_28147_89

set clk_period 4.6
set clk_io_pct 0.2

create_clock -name clk0 -period $clk_period [get_ports {clk}]

set non_clock_inputs [all_inputs -no_clocks]
set_input_delay [expr $clk_period * $clk_io_pct] -clock clk0 $non_clock_inputs
set_output_delay [expr $clk_period * $clk_io_pct] -clock clk0 [all_outputs]
</file>
<file path="flow/design.v">
`timescale 1ns / 100ps
module gost_28147_89 (clk, rst, mode, select, load, done, kload, key, pdata, cdata);
  input  clk;     
  input  rst;     
  input  mode;    
  input  select;  
  input  load;    
  output done;    
  input  kload;   
  input [255:0] key;    
  input  [63:0] pdata;  
  output [63:0] cdata;  
reg [4:0] i;  
always_ff @(posedge clk)
  if(rst || load)
    i <= 5'h0;
  else  
    i <= i + 1;
wire [2:0] enc_index = (&i[4:3]) ? ~i[2:0] : i[2:0];  
wire [2:0] dec_index = (|i[4:3]) ? ~i[2:0] : i[2:0];  
wire [2:0] kindex    = mode ? dec_index : enc_index;  
reg [31:0] K [0:7];  
always_ff @(posedge clk) 
  if(rst)    
    {K[0],K[1],K[2],K[3],K[4],K[5],K[6],K[7]} <= {256{1'b0}};
  else if(kload)     
    {K[0],K[1],K[2],K[3],K[4],K[5],K[6],K[7]} <= key; 
reg   [31:0] b, a;  
wire  [31:0] state_addmod32 = a + K[kindex];   
wire  [31:0] state_sbox     = {S8[state_addmod32[31:28]],S7[state_addmod32[27:24]],S6[state_addmod32[23:20]],S5[state_addmod32[19:16]],S4[state_addmod32[15:12]],S3[state_addmod32[11:8]],S2[state_addmod32[7:4]],S1[state_addmod32[3:0]]};  
wire  [31:0] state_shift11  = {state_sbox[20:0],state_sbox[31:21]};  
always_ff @(posedge clk) 
  if(rst)    
    {b,a} <= {64{1'b0}};
  else if(load) 
    {b,a} <= pdata;  
  else   begin        
    a <= b ^ state_shift11;
    b <= a;
  end
reg r_done;
always_ff @(posedge clk)
  if(rst)    
    r_done <= 1'b0;
  else  
    r_done <= &i;
assign done  = r_done;   
assign cdata = {a,b}; 
endmodule
</file>
==> reports/results.ini <==
[status]
outcome = complete, no violations

[grt]
gr-usage-all-layers = 0.0613
grt_pass1_wl_um = 13100
grt_max_degree = 36
grt-busiest-layer = met2
grt-ovfl-total = 0
antenna_found_initial = 2
met1_usage = 0.0730
grt_pass1_vias = 1997
use_met2 = 0.0952
grtUsageMet3 = 0.0372

[logic_synthesis]
yosysTopAreaCell = dfxtp_1
topCombFamilyByArea = multiplexers
common_cells = dfxtp_1, mux2i_1, nor2_1
avgSynthCellArea_um2 = 11.5
synth.cellmix.simpleShare = 0.132
synth-main-ff-cell = dfxtp_1
synthMuxAreaShare = 0.229
synth-xor-area-share = 0.00350
yosys_cells = 218
yosys_area_um2 = 2500
synthCells = 218
ys_sh_adder = 0.0100
edf_count = 0
ys.flops = 70
top_area_frac = 0.560
async_reset_ff_frac = 0
yosysWarnings = 18
syn_area_um2 = 2500
yosysSeqAreaShare = 0.560
yosys.area_share.aoi = 0
synth.most_common_cell = dfxtp_1
synth_cell_types = 16
area_leaders = dfxtp_1, mux2i_1, nor2_1, buf_12, and2_1

[critical_path]
crit_path_start_kind = register
cp_max_fo = 2
critPathBufInv = 1
cp_slowest_cell = clkdlybuf4s50_1
slowest_delay_ns = 0.54
crit_path_cell_trace = clkdlybuf4s50_1
regToRegStartpoint = i[0]
critPathArrivalTime_ns = 1.21
critical-path-top-delay-family = buffers and inverters
worstPathRequired_ns = 3.68
crit_path_start = a[22]
path_class = register to output port
cp-end-kind = output port

[clock_tree]
cts-root-buf = clkbuf_16
ctsResizeCount = 0
insertion_delay_ns = 0.33
cts_hold_buf = 0
clkSlewWorstSetupHoldPaths_ns = 0.06
cts.sinks = 70
ctsLongestPathBuffers = 2
cts_tree = built
cts_buffers = 9
h-tree-depth = 3
cts_setup_buffers = 0

[final_timing]
worst_slack_ns = 2.47
finalCritPeriodShare = 0.463
rsz0062_at_grt = no
clock.fmax_mhz = 470
finalSetupViolCount = 0
setup_tns_ns = 0
hold_slack_ns = 0.448
max_slew_margin = 0.599
final.min_clock_period_ns = 2.13
drv_slew = 0
finalClockSkew_ns = 0.00287
tightest_slew_ns = 0.601
finalHoldViolations = 0

[die]
core_um2 = 21200
die_h_um = 167
fp_util = 0.118
fp-row-count = 53
die_x_um = 167
dieArea_um2 = 27900
io_pins = 391

[final_layout]
fin_area_um2 = 4300
fin_cells = 629
area_growth_syn_to_layout_pct = 72.0
drive_above_1_share = 0.0595
fillerInstances = 2289

[power_and_ir_drop]
cellPowerDensity_nw_per_um2 = 359
peakVddDrop_v = 0.000188
p_leak_uw = 0.00172

[flow_run]
drv_cap = 0
warnings = 284

[detailed_routing]
ant_nets = 0
wl_per_cell_um = 14.1
wirelength_um = 8870
viasPerCell = 3.06
drt-initial-drc-count = 67
drc_errors = 0
first_pass_iters = 4
vias = 1924

[hold_path]
hold_path.startpoint = i[0]
worstHoldPathType = register to register

[place]
dpl.hpwl_um = 6880
port_buffers = 131
placed_cells = 612
dp_slack_ns = 2.17
routabilityCongestion = 0.696
place_area_um2 = 4000

-- worst reg2reg max path: stages, from the launching register on --
cell and delay [ns]:
dfxtp_1 0.32, ha_1 0.22, and3_1 0.15, ha_1 0.26, nor3b_1 0.13
-- final timing paths --
kind | endpoint | slack, ns | cells after the start
worst max-delay path | cdata[54] | 2.47 | 1
worst min-delay path | i[0] | 0.45 | 1
worst min register to register | i[0] | 0.45 | 1
worst max register to register | i[4] | 3.39 | 4
-- layout make-up --
| type | instances | area (um^2) | area share |
|---|---|---|---|
| Antenna cell | 1 | 2.50 | 0.000582 |
| Clock buffer | 11 | 243 | 0.0564 |
| Clock inverter | 5 | 58.8 | 0.0137 |
| Multi-Input combinational cell | 134 | 935 | 0.217 |
| Sequential cell | 70 | 1400 | 0.326 |
| Tap cell | 275 | 344 | 0.0800 |
| Timing Repair Buffer | 133 | 1320 | 0.306 |
-- sequential cells by signal, summed over array words and instances (netlist names) --
register	cells
i	5
b	32
a	32
r_done	1
-- where the power goes --
part | leakage [uW] | internal (uW) | switching (uW) | total, uW
clock network | 0.000142 | 434 | 269 | 704
registers | 0.000577 | 639 | 14.9 | 654
logic | 0.00100 | 128 | 57.9 | 186
-- placed cells by master, fill, tap and decap left out, drive strengths merged --
| cell | Yosys | layout |
|---|---|---|
| clkinv | 0 | 2 |
| nor3b | 3 | 3 |
| mux2i | 56 | 56 |
| nor3 | 3 | 3 |
| mux2 | 1 | 1 |
| nand3 | 1 | 1 |
| diode | 0 | 1 |
| nor2 | 56 | 56 |
| dfxtp | 70 | 70 |
| and3 | 1 | 1 |
| and2 | 8 | 8 |
| buf | 14 | 4 |
| ha | 2 | 2 |
| xnor2 | 1 | 1 |
| clkbuf | 0 | 11 |
| clkdlybuf4s50 | 0 | 129 |
| bufinv | 0 | 1 |
| clkinvlp | 0 | 2 |
| nor2b | 2 | 2 |
-- logic make-up (layout without fill, tap and decap cells) --
family	Yosys count	in the layout
and+or+nand+nor	74	74
DFF	70	70
muxes	57	57
buffers and inverters	14	149
adders and majority gates	2	2
xor gates and xnor gates	1	1
other	0	1
-- stage by stage --
step	util	power, uW
2_1_floorplan	-	732
3_3_place_gp	0.189	860
3_5_place_dp	0.189	859
4_1_cts	0.203	1590
5_1_grt	0.203	1620
6_report	0.203	1540
-- metal layers --
metal,up-vias,part of all wire
met5,-,0
met4,0,0.015
met3,10,0.12
met2,84,0.45
met1,852,0.41
li1,978,-
No activity file was given, so power comes from the tool's default toggle rates.
